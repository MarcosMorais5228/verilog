$ cat flow/design.v
`timescale 1ns/1ps
module alub
	(output reg [7:0] Result,
	output reg [3:0] NZVC,  
	input wire [7:0] A, B,
	input wire [2:0] ALU_Sel);
	always @ (A, B, ALU_Sel)
		begin
			case (ALU_Sel)
				3'b000: begin
							{NZVC[0], Result} = A + B;
							NZVC[3] = Result[7];
							if (Result==0)
								NZVC[2] = 1;
							else
								NZVC[2] = 0;
							if (A[7]==0 && B[7]==0 && Result[7]==1) 
								NZVC[1] = 1;
							else if (A[7]==1 && B[7]==1 && Result[7]==0)
								NZVC[1] = 1;
							else
								NZVC[1] = 0;
						end
				3'b001: begin
							{NZVC[0], Result} = A + 1;
							NZVC[3] = Result[7];
							if (Result==0)
								NZVC[2] = 1;
							else
								NZVC[2] = 0;
							if (A[7]==0 && Result[7]==1) 
								NZVC[1] = 1;
							else
								NZVC[1] = 0;
						end	
				3'b010: begin
							{NZVC[0], Result} = A - B;
							NZVC[3] = Result[7];
							if (Result==0)
								NZVC[2] = 1;
							else
								NZVC[2] = 0;
							if (A[7]==0 && B[7]==1 && Result[7]==1) 
								NZVC[1] = 1;
							else if (A[7]==1 && B[7]==0 && Result[7]==0)
								NZVC[1] = 1;
							else 
								NZVC[1] = 0;
						end
				3'b011: begin
							{NZVC[0], Result} = A - 1;
							NZVC[3] = Result[7];
							if (Result==0)
								NZVC[2] = 1;
							else
								NZVC[2] = 0;
							if (A[7]==1 && Result[7]==0) 
								NZVC[1] = 1;
							else 
								NZVC[1] = 0;          
						end	
				3'b100: begin
							Result = A & B;
							NZVC[3] = Result[7];
							if (Result==0)
								NZVC[2] = 1;
							else
								NZVC[2] = 0;
							NZVC[1] = 0;
							NZVC[0] = 0;
						end
				3'b101: begin
							Result = A | B;
							NZVC[3] = Result[7];
							if (Result==0)
								NZVC[2] = 1;
							else
								NZVC[2] = 0;
							NZVC[1] = 0;
							NZVC[0] = 0;
						end
				3'b110: begin
							Result = A ^ B;
							NZVC[3] = Result[7];
							if (Result==0)
								NZVC[2] = 1;
							else
								NZVC[2] = 0;
							NZVC[1] = 0;
							NZVC[0] = 0;
						end
				3'b111: begin
							Result = ~A;
							NZVC[3] = Result[7];
							if (Result==0)
								NZVC[2] = 1;
							else
								NZVC[2] = 0;
							NZVC[1] = 0;
							NZVC[0] = 0;
						end	
				default: begin
							Result = 8'hXX;
							NZVC = 4'hX; 
						end
				endcase	
		end	
endmodule
$ cat flow/run.sh
#!/bin/bash
# OpenROAD 26Q1-2900-gdf79404cd8, Yosys 0.63+post, stock flow scripts
make -C /OpenROAD-flow-scripts/flow DESIGN_CONFIG=/design/flow/config.mk WORK_HOME=/design/flow/orfs finish
$ cat flow/config.mk
export PLATFORM = sky130hd
export DESIGN_NAME = alub
export DESIGN_NICKNAME = alub
export VERILOG_FILES = /design/flow/design.v
export SDC_FILE = /design/flow/constraint.sdc
export NUM_CORES = 4
export LEC_CHECK = 1
export CORE_UTILIZATION = 30
$ cat flow/constraint.sdc
current_design alub

set clk_period 5.9
set clk_io_pct 0.2

create_clock -name clk0 -period $clk_period

set non_clock_inputs [all_inputs -no_clocks]
set_input_delay [expr $clk_period * $clk_io_pct] -clock clk0 $non_clock_inputs
set_output_delay [expr $clk_period * $clk_io_pct] -clock clk0 [all_outputs]
==> results.yml <==
# synthesis and place-and-route metrics
sta:
  slew_headroom: 0.571
  finalHoldViolations: 0
  rsz0062_at_grt: "no"
  tns_ns: 0
  finalClockPeriodUsage: 0.924
  fmax_mhz: 184
  setup_slack_ns: 0.451
  min_period_ns: 5.45
  slew_violations: 0
  setup-violations-final: 0
  worstMarginPinSlew_ns: 0.639
layout:
  multiInputGateArea_um2: 1780
  regArea_um2: 0
  n_fill_cell: 666
  flops: 0
  drive_gt1_frac: 0.0872
  clock_buffers: 0
  syn2layout_area_growth_pct: 19.6
routing:
  antenna_left: 0
  drc: 0
  dr.first_iter.drc_count: 205
  wl_per_cell_um: 16.5
  routed_wl_um: 6190
  first_pass_iters: 4
  diodes: 0
  vias: 2091
  via_per_inst: 5.58
worst_setup_path:
  cpPeakStageDelay_ns: 0.69
  cpMostUsedCell: "clkdlybuf4s50_1"
  startpoint_type: "input port"
  required_ns: 4.72
  startpoint: "A[3]"
  cp_slowest_cell: "clkdlybuf4s50_1"
  cp.depth: 10
  path_cells: "clkdlybuf4s50_1 > inv_2 > ha_1 > inv_1 > o221ai_2 > mux2_2 > nor2_1 > nor4b_1 > a2111o_1 > clkdlybuf4s50_1"
  crit_type: "in -> out"
  critPathCaptureType: "primary output"
  crit_fanout: 8
  cp_top_family: "buffers and inverters"
  cp_data_arrival_time_ns: 4.27
  crit_end: "NZVC[2]"
  critPathBufInv: 4
global_routing:
  grt_max_degree: 23
  grtUsageTotal: 0.181
  antenna_found_initial: 0
  overflow: 0
  grt_pass1_wl_um: 10100
  grt_pass1_vias: 1997
floorplanning:
  ios: 31
  rows: 29
  die_w_um: 83.0
  die_y_um: 83.0
  chip_area_um2: 6890
  core_um2: 6350
  initCoreUtil: 0.310
synthesis:
  yosysTopAreaCellShare: 0.197
  ys_warn_count: 1
  netlist_area_um2: 1970
  ys_area_um2: 1970
  synth_seq_share: 0
  synth_cell_type_count: 64
  top_cell: "ha_1"
  synth_area_per_cell_um2: 7.18
  topCellsByArea: "ha_1, xnor2_1, a21oi_1"
  common_cells: "ha_1, inv_1, nand2_1, a21oi_1, xnor2_1"
  ys_cells: 274
  top_area_cell: "ha_1"
  postSynthCellCount: 274
place:
  routabilityCongestion: 0.954
  place_worst_setup_slack_ns: 0.463
  port_buffers: 31
  hpwl_um: 5140
worst_hold_path:
  hp-start: "ALU_Sel[2]"
  min_path_type: "in -> out"
pwr:
  power_mw: 0.208
  vdd_drop_max_v: 0.0000389
  pwr-share-seq: 0
  pwr-share-comb: 1.000
  netSwitchingPower_mw: 0.112
  p_per_area_nw_per_um2: 88.4
  power_leakage_nw: 0.955
  clockPowerShare: 0
  intPower_mw: 0.0965
  p_sw_frac: 0.536
clock_network:
  cts-hold-fix-buffers: 0
  post_cts_buffers: 0
  cts_resized: 0
run:
  warnings: 52
  cap_violations: 0
status:
  status: "finished clean"
## cells in the final DEF, fill, tap and decap left out, drive strengths merged, types with 2 or more instances in the layout
| cell | instances |
|---|---|
| a211oi | 3 |
| a21oi | 23 |
| a221oi | 5 |
| a22o | 3 |
| a22oi | 4 |
| and2 | 3 |
| buf | 8 |
| clkdlybuf4s50 | 31 |
| fa | 2 |
| ha | 31 |
| inv | 28 |
| mux2i | 9 |
| mux4 | 2 |
| nand2 | 23 |
| nand2b | 3 |
| nand3 | 6 |
| nand3b | 2 |
| nand4 | 5 |
| nand4b | 3 |
| nor2 | 18 |
| nor2b | 4 |
| nor3 | 15 |
| nor4 | 5 |
| o2111ai | 2 |
| o21ai | 9 |
| o21bai | 6 |
| o221ai | 2 |
| o22ai | 4 |
| xnor2 | 19 |
## kinds of logic after synthesis
group                    after synthesis  share of synthesized area
AND/OR/NAND/NOR                       96                      0.269
AND-OR/OR-AND                         70                      0.252
buffers and inverters                 43                     0.0941
adder cells (fa/ha/maj)               33                      0.217
XOR/XNOR                              20                     0.0928
multiplexers                          12                     0.0744
## metal layers
metal | track usage | up-vias | part of all wire
li1 | - | 1044 | -
met1 | 0.267 | 961 | 0.46
met2 | 0.300 | 78 | 0.47
met3 | 0.0161 | 8 | 0.059
met4 | 0.0204 | 0 | 0.011
met5 | 0 | - | 0
## layout make-up
| class | count | share of cell area |
|---|---|---|
| well taps | 77 | 0.0409 |
| inverters | 28 | 0.0446 |
| repair buffers | 39 | 0.157 |
| multi-input cells | 231 | 0.757 |
## through the flow
stage / area, um^2 / utilization / hold slack [ns] / instances
global route: 2350 / 0.371 / 3.62 / 375
global placement: 2350 / 0.371 / 3.60 / 375
finish: 2350 / 0.371 / 3.60 / 375
detailed placement: 2350 / 0.371 / 3.59 / 375
floorplan: 1970 / - / 2.55 / 274
CTS: 2350 / 0.371 / 3.60 / 375
## tightest hold or removal path, delay by kind of cell
| family | cells | cell delay, ns |
|---|---|---|
| buffers and inverters | 3 | 1.00 |
| AND-OR/OR-AND | 2 | 0.24 |
## power by group through the flow
stage | clock network (mW) | registers, mW | logic [mW]
5_1_grt | 0 | 0 | 0.226
4_1_cts | 0 | 0 | 0.207
6_report | 0 | 0 | 0.208
## how the worst min path moves through the flow
| stage | end | cells after the start |
|---|---|---|
| final | Result[1] | 5 |
| after global routing | Result[1] | 5 |
| after CTS | Result[3] | 4 |
No activity file was given, so power comes from the tool's default toggle rates.
