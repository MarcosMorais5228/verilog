File: flow/config.mk
export PLATFORM = sky130hd
export DESIGN_NAME = count8b
export DESIGN_NICKNAME = count8b
export VERILOG_FILES = /design/flow/design.v
export SDC_FILE = /design/flow/constraint.sdc
export NUM_CORES = 4
export LEC_CHECK = 1
export CORE_AREA = 10 10 70 70
export DIE_AREA = 0 0 80 80
File: flow/constraint.sdc
current_design count8b

set clk_period 2.8
set clk_io_pct 0.2

create_clock -name clk0 -period $clk_period [get_ports {clk}]

set non_clock_inputs [all_inputs -no_clocks]
set_input_delay [expr $clk_period * $clk_io_pct] -clock clk0 $non_clock_inputs
set_output_delay [expr $clk_period * $clk_io_pct] -clock clk0 [all_outputs]
File: flow/design.v
`timescale 1ns/1ps
module count8b (output reg [7:0] CNT, 
                input wire clk, res, EN, load,
                input wire [7:0] CNT_In);
  always @ (posedge clk or negedge res)
  	begin: COUNTER	  	
  		if (!res)
  			CNT <= 8'h00;
  		else if (EN)
  			if (load)
  				CNT <= CNT_In;	
  			else
  				CNT <= CNT + 1; 		
  	end
endmodule
File: flow/run.sh
#!/bin/bash
# OpenROAD 26Q1-2900-gdf79404cd8, Yosys 0.63+post, stock flow scripts
make -C /OpenROAD-flow-scripts/flow DESIGN_CONFIG=/design/flow/config.mk WORK_HOME=/design/flow/orfs finish
==> impl_metrics.xml <==
<?xml version="1.0" encoding="UTF-8"?>
<metrics>
  <group name="outcome">
    <metric name="status" unit="">finished, final reports clean</metric>
  </group>
  <group name="flow_run">
    <metric name="max_cap_viol_count" unit="">0</metric>
    <metric name="log.warning_count" unit="">25</metric>
  </group>
  <group name="final_layout">
    <metric name="fillCellCount" unit="">389</metric>
    <metric name="final_util" unit="%">21.6</metric>
    <metric name="largest_reg_flops" unit="">8</metric>
    <metric name="drive_above_1_share" unit="%">8.22</metric>
    <metric name="postLayoutCellArea" unit="µm²">738</metric>
    <metric name="layout_top_registers" unit="">CNT x8</metric>
    <metric name="syn_to_final_growth" unit="%">56.1</metric>
    <metric name="registers.top_by_ff_count" unit="">CNT</metric>
  </group>
  <group name="setup_path">
    <metric name="setup.worst_path.class" unit="">reg2out</metric>
    <metric name="crit_path_max_incr_delay" unit="ns">0.53</metric>
    <metric name="crit_fanout" unit="">8</metric>
    <metric name="startpoint" unit="">CNT[2]$_DFFE_PN0P_</metric>
    <metric name="reg2reg_to" unit="">CNT[7]$_DFFE_PN0P_</metric>
    <metric name="r2r_start" unit="">CNT[2]$_DFFE_PN0P_</metric>
    <metric name="worst-endpoint-arrival" unit="ns">1.26</metric>
    <metric name="crit_slowest_cell" unit="">clkdlybuf4s50_1</metric>
    <metric name="worst_setup_path_end_kind" unit="">output port</metric>
    <metric name="worst_path_dominant_cell_family" unit="">buffers and inverters</metric>
    <metric name="crit_chain" unit="">clkdlybuf4s50_1</metric>
    <metric name="r2r_cells" unit="">3</metric>
    <metric name="critical_path.n_buffers_inverters" unit="">1</metric>
    <metric name="worst_setup_path_start_kind" unit="">register</metric>
    <metric name="critPathRequiredTime" unit="ns">2.24</metric>
    <metric name="ff2ff_setup_slack" unit="ns">1.46</metric>
  </group>
  <group name="route">
    <metric name="num_antenna_cells" unit="">0</metric>
    <metric name="drc" unit="">0</metric>
    <metric name="vias" unit="">498</metric>
    <metric name="wire_per_inst" unit="µm">12.4</metric>
    <metric name="drt-pass1-iter-count" unit="">4</metric>
    <metric name="drt-total-wl" unit="mm">1.47</metric>
    <metric name="detail_route.vias_per_cell" unit="">4.18</metric>
    <metric name="drt_iter0_markers" unit="">43</metric>
    <metric name="ant_nets" unit="">0</metric>
  </group>
  <group name="placed_design">
    <metric name="placement.cell_area" unit="µm²">716</metric>
    <metric name="gp_congestion" unit="">0.730</metric>
    <metric name="place_ws" unit="ns">0.774</metric>
    <metric name="post-dp-hpwl" unit="mm">1.18</metric>
    <metric name="io_buffers" unit="">19</metric>
  </group>
  <group name="die">
    <metric name="placementRows" unit="">21</metric>
    <metric name="floorplan.die.width" unit="µm">80</metric>
    <metric name="chipHeight" unit="µm">80</metric>
    <metric name="design.portCount" unit="">20</metric>
    <metric name="initial_utilization" unit="%">13.8</metric>
    <metric name="core_area" unit="µm²">3420</metric>
    <metric name="fp.dieArea" unit="µm²">6400</metric>
  </group>
  <group name="hold_path">
    <metric name="worstHoldPathType" unit="">reg2reg</metric>
    <metric name="worstHoldPathCells" unit="">2</metric>
    <metric name="hold_path.startpoint" unit="">CNT[7]$_DFFE_PN0P_</metric>
    <metric name="whs_endpoint" unit="">CNT[7]$_DFFE_PN0P_</metric>
  </group>
  <group name="grt">
    <metric name="grt_max_degree" unit="">20</metric>
    <metric name="grt_pass1_vias" unit="">502</metric>
    <metric name="grt_first_pass_wirelength" unit="mm">2.48</metric>
    <metric name="grt_util_all_layers" unit="%">4.87</metric>
    <metric name="grt_antenna_before_repair" unit="">0</metric>
    <metric name="global_route.overflow_total" unit="">0</metric>
  </group>
  <group name="yosys">
    <metric name="synth.largest_area_cell" unit="">dfrtp_1</metric>
    <metric name="total_number_of_yosys_warnings" unit="">1</metric>
    <metric name="ys_chip_area" unit="µm²">473</metric>
    <metric name="yosys.cell_types.count" unit="">23</metric>
    <metric name="synth.yosys.seq_area_share" unit="%">42.3</metric>
    <metric name="synth-seq-cells" unit="">8</metric>
    <metric name="avgSynthCellArea" unit="µm²">8.92</metric>
    <metric name="flip_flops_with_a_built_in_enable" unit="">0</metric>
    <metric name="synthArstFlopShare" unit="%">100</metric>
    <metric name="post-synth-top-area-fraction" unit="%">42.3</metric>
    <metric name="ys_dominant_reg_cell" unit="">dfrtp_1</metric>
    <metric name="ys_top_cells_by_area" unit="">dfrtp_1 42%, a21oi_1 6.3%, nand3_1 5.3%, o22ai_1 5.3%, mux2i_1 4.2%</metric>
    <metric name="yosys_cells" unit="">53</metric>
    <metric name="most_numerous_cell_in_the_yosys_netlist" unit="">dfrtp_1</metric>
    <metric name="synthesis.instances" unit="">53</metric>
    <metric name="syn_area" unit="µm²">473</metric>
    <metric name="post_synth_most_frequent_cells" unit="">8 x dfrtp_1, 6 x a21oi_1, 5 x nand3_1, 4 x o22ai_1, 3 x nor2_1</metric>
  </group>
  <group name="clock_network">
    <metric name="worst_setup_hold_path_clk_slew" unit="ns">0.05</metric>
    <metric name="cts_sinks" unit="">8</metric>
    <metric name="clk_root_buffer_cell" unit="">clkbuf_4</metric>
    <metric name="cts_tree" unit="">built</metric>
    <metric name="worstSkewPairLatency" unit="ns">0.25</metric>
    <metric name="tritoncts.num_buffers" unit="">3</metric>
    <metric name="clock_path_buffers" unit="">2</metric>
    <metric name="hold_fix_buffers_cts" unit="">0</metric>
    <metric name="post_cts.repair.setup_buffers" unit="">0</metric>
    <metric name="h-tree-depth" unit="">1</metric>
    <metric name="post_cts_resize_count" unit="">0</metric>
  </group>
  <group name="sta">
    <metric name="unrepaired_setup_endpoints_after_global_routing" unit="">false</metric>
    <metric name="setup_viol" unit="">0</metric>
    <metric name="tightest_slew" unit="ns">0.389</metric>
    <metric name="cycle_use_final" unit="%">65.1</metric>
    <metric name="timing.setup.tns" unit="ns">0</metric>
    <metric name="final_clock_skew" unit="ns">0.00146</metric>
    <metric name="report.final.hold_viol_count" unit="">0</metric>
    <metric name="postLayoutSetupSlackWorst" unit="ns">0.977</metric>
    <metric name="relSlewSlack" unit="%">74.0</metric>
    <metric name="finalMaxSlewViolations" unit="">0</metric>
    <metric name="final.min_clock_period" unit="ns">1.82</metric>
    <metric name="fmaxAchievable" unit="GHz">0.549</metric>
  </group>
  <group name="power_and_ir_drop">
    <metric name="power.static_leakage" unit="nW">0.283</metric>
    <metric name="share_seq_of_total_power" unit="%">45.2</metric>
    <metric name="power.switching" unit="mW">0.114</metric>
    <metric name="pwr_density_cell" unit="nW/µm²">515</metric>
    <metric name="switching_share" unit="%">29.9</metric>
    <metric name="internal_power" unit="mW">0.267</metric>
    <metric name="vdd_ir_drop_max" unit="V">0.000221</metric>
    <metric name="p_comb_share" unit="%">32.7</metric>
    <metric name="clkPwrFrac" unit="%">22.0</metric>
    <metric name="report.power.total" unit="mW">0.380</metric>
  </group>
</metrics>
[final cells by class]
type	instances	area (µm²)	share of cell area (%)
Multi-Input combinational cell	40	253	34.2
Timing Repair Buffer	20	198	26.8
Sequential cell	8	200	27.1
Inverter	2	7.51	1.02
Tap cell	46	57.6	7.80
Clock buffer	3	22.5	3.05
[worst max-delay path by stage]
stage,to,cells past startpoint
after CTS,CNT[2],1
after global routing,CNT[2],1
final,CNT[2],1
[cells in the final DEF (no fill, tap or decap)]
| cell type | instances |
|---|---|
| or4_1 | 2 |
| a31oi_1 | 2 |
| o211ai_1 | 2 |
| nand4_2 | 1 |
| and3_2 | 1 |
| nor2b_1 | 2 |
| clkdlybuf4s50_1 | 19 |
| nand3_1 | 5 |
| clkbuf_4 | 3 |
| inv_1 | 2 |
| ha_1 | 1 |
| nor2_1 | 3 |
| nand4b_1 | 1 |
| a22oi_1 | 2 |
| nand4_1 | 1 |
| nand2b_1 | 1 |
| nand2_1 | 2 |
| buf_4 | 1 |
| o22ai_1 | 4 |
| mux2i_1 | 2 |
| a21oi_1 | 6 |
| o21ai_0 | 2 |
| dfrtp_1 | 8 |
[metal layers]
layer / routed length, µm / track usage [%] / up-vias
met4: 10 / 0.352 / 0
li1: - / - / 243
met1: 681 / 6.72 / 227
met2: 556 / 6.10 / 26
met3: 222 / 3.64 / 2
met5: 0 / 0 / -
[cells by family after synthesis]
kind of cell,count (synthesis),share of synthesized area [%]
buffers and inverters,5,4.23
AOI/OAI and AO/OA,18,22.7
DFF,8,42.3
and+or+nand+nor,19,23.8
adders and majority gates,1,2.65
muxes,2,4.23
[through the flow]
step,cells,hold slack (ns)
floorplan,53,0.264
global placement,116,0.555
detailed placement,116,0.561
CTS,119,0.573
global route,119,0.611
finish,119,0.568
[power groups by stage]
| stage | clock network [mW] | logic (mW) | registers [mW] |
|---|---|---|---|
| 6_report | 0.0838 | 0.124 | 0.172 |
| 5_1_grt | 0.0957 | 0.142 | 0.179 |
| 4_1_cts | 0.0866 | 0.126 | 0.173 |
