===== run.sh =====
#!/bin/bash
# OpenROAD 26Q1-2900-gdf79404cd8, Yosys 0.63+post, stock flow scripts
make -C /OpenROAD-flow-scripts/flow DESIGN_CONFIG=/design/flow/config.mk WORK_HOME=/design/flow/orfs finish

===== config.mk =====
export PLATFORM = sky130hd
export DESIGN_NAME = control_unit
export DESIGN_NICKNAME = control_unit
export VERILOG_FILES = /design/flow/design.v
export SDC_FILE = /design/flow/constraint.sdc
export NUM_CORES = 4
export LEC_CHECK = 1
export CORE_UTILIZATION = 30

===== constraint.sdc =====
current_design control_unit

set clk_period 2.4
set clk_io_pct 0.2

create_clock -name clk0 -period $clk_period [get_ports {Clk}]

set non_clock_inputs [all_inputs -no_clocks]
set_input_delay [expr $clk_period * $clk_io_pct] -clock clk0 $non_clock_inputs
set_output_delay [expr $clk_period * $clk_io_pct] -clock clk0 [all_outputs]

===== design.v =====
module control_unit 
(
    output reg IR_Load, 
    output reg MAR_Load, 
    output reg PC_Load, PC_Inc, 
    output reg A_Load, B_Load,
    output reg CCR_Load,
    output reg [2:0] ALU_Sel,
    output reg [1:0] Bus1_Sel, Bus2_Sel,
    output reg write, 
    input wire [7:0] IR, 
    input wire [3:0] CCR_Result,  
    input wire Clk, Reset
);
    reg [7:0] current_state, next_state;
    wire N = CCR_Result[3];
    wire Z = CCR_Result[2];
    wire V = CCR_Result[1];
    wire C = CCR_Result[0];
    parameter [7:0] 
        LDA_IMM = 8'h86, 
        LDA_DIR = 8'h87, 
        LDB_IMM = 8'h88, 
        LDB_DIR = 8'h89, 
        STA_DIR = 8'h96, 
        STB_DIR = 8'h97,
        ADD_AB  = 8'h42, 
        SUB_AB  = 8'h43, 
        AND_AB = 8'h44, 
        OR_AB  = 8'h45,
        INCA = 8'h46, 
        INCB = 8'h47, 
        DECA = 8'h48, 
        DECB = 8'h49,
        XOR_AB = 8'h4A, 
        NOTA = 8'h4B, 
        NOTB = 8'h4C,
        BRA  = 8'h20, 
        BMI  = 8'h21, 
        BPL  = 8'h22, 
        BEQ  = 8'h23,
        BNE  = 8'h24, 
        BVS  = 8'h25, 
        BVC  = 8'h26, 
        BCS  = 8'h27, 
        BCC  = 8'h28;
    parameter 
        S0_FETCH    = 8'h00,
        S1_FETCH    = 8'h01,
        S2_FETCH    = 8'h02,
        S3_DECODE   = 8'h03,
        S4_LDR_IMM  = 8'h04, 
        S5_LDR_IMM  = 8'h05, 
        S6_LDR_IMM  = 8'h06,
        S4_LDR_DIR  = 8'h07, 
        S5_LDR_DIR  = 8'h08, 
        S6_LDR_DIR  = 8'h09,
        S7_LDR_DIR  = 8'h0A, 
        S8_LDR_DIR  = 8'h0B,
        S4_STR_DIR  = 8'h0C, 
        S5_STR_DIR  = 8'h0D, 
        S6_STR_DIR  = 8'h0E,
        S7_STR_DIR  = 8'h0F, 
        S8_STR_DIR  = 8'h10,
        S4_ALU_OP   = 8'h11, 
        S5_ALU_OP   = 8'h12,
        S4_BR       = 8'h13, 
        S5_BR       = 8'h14, 
        S6_BR       = 8'h15;
    always @(posedge Clk or negedge Reset) begin
        if (!Reset)
            current_state <= S0_FETCH;
        else
            current_state <= next_state;
    end
    always @(current_state or IR or CCR_Result) begin
        next_state = S0_FETCH;
        case (current_state)
            S0_FETCH : next_state = S1_FETCH;
            S1_FETCH : next_state = S2_FETCH;
            S2_FETCH : next_state = S3_DECODE;
            S3_DECODE : begin
                case (IR)
                    LDA_IMM, LDB_IMM : next_state = S4_LDR_IMM;
                    LDA_DIR, LDB_DIR : next_state = S4_LDR_DIR;
                    STA_DIR, STB_DIR : next_state = S4_STR_DIR;
                    ADD_AB, SUB_AB, AND_AB, OR_AB, XOR_AB,
                    INCA, INCB, DECA, DECB, NOTA, NOTB :
                        next_state = S4_ALU_OP;
                    BRA, BMI, BPL, BEQ, BNE, BVS, BVC, BCS, BCC :
                        next_state = S4_BR;
                    default : next_state = S0_FETCH;
                endcase
            end
            S4_LDR_IMM : next_state = S5_LDR_IMM;
            S5_LDR_IMM : next_state = S6_LDR_IMM;
            S6_LDR_IMM : next_state = S0_FETCH;
            S4_ALU_OP  : next_state = S5_ALU_OP;
            S5_ALU_OP  : next_state = S0_FETCH;
            S4_LDR_DIR : next_state = S5_LDR_DIR;
            S5_LDR_DIR : next_state = S6_LDR_DIR;
            S6_LDR_DIR : next_state = S7_LDR_DIR;
            S7_LDR_DIR : next_state = S8_LDR_DIR;
            S8_LDR_DIR : next_state = S0_FETCH;
            S4_STR_DIR : next_state = S5_STR_DIR;
            S5_STR_DIR : next_state = S6_STR_DIR;
            S6_STR_DIR : next_state = S7_STR_DIR;
            S7_STR_DIR : next_state = S8_STR_DIR;
            S8_STR_DIR : next_state = S0_FETCH;
            S4_BR : next_state = S5_BR;
            S5_BR : begin
                if (IR == BRA)                     next_state = S6_BR;
                else if (IR == BEQ && Z)           next_state = S6_BR;
                else if (IR == BNE && !Z)          next_state = S6_BR;
                else if (IR == BMI && N)           next_state = S6_BR;
                else if (IR == BPL && !N)          next_state = S6_BR;
                else if (IR == BVS && V)           next_state = S6_BR;
                else if (IR == BVC && !V)          next_state = S6_BR;
                else if (IR == BCS && C)           next_state = S6_BR;
                else if (IR == BCC && !C)          next_state = S6_BR;
                else                               next_state = S0_FETCH;
            end
            S6_BR : next_state = S0_FETCH;
            default : next_state = S0_FETCH;
        endcase
    end
    always @(current_state or IR) begin  
        {IR_Load, MAR_Load, PC_Load, PC_Inc, A_Load, B_Load, CCR_Load, write} = 8'b0;
        ALU_Sel  = 3'b000;
        Bus1_Sel = 2'b00;
        Bus2_Sel = 2'b00;
        case (current_state)
            S0_FETCH : begin  
                MAR_Load = 1;
                Bus1_Sel = 2'b00;  
                Bus2_Sel = 2'b01;  
            end
            S1_FETCH : begin  
                IR_Load = 1;
                PC_Inc  = 1;
                ALU_Sel = 3'b001;  
                Bus2_Sel = 2'b10;  
            end
            S2_FETCH : begin  
                MAR_Load = 1;
                Bus1_Sel = 2'b00;  
                Bus2_Sel = 2'b01;  
            end
            S3_DECODE : ;
            S4_LDR_IMM : begin
                B_Load = 1;
                PC_Inc = 1;
                ALU_Sel = 3'b001; 
                Bus2_Sel = 2'b10;  
            end
            S5_LDR_IMM : begin  
                CCR_Load = 1;
                Bus1_Sel = 2'b10;  
                Bus2_Sel = 2'b01;  
                if (IR == LDA_IMM) A_Load = 1;
                if (IR == LDB_IMM) B_Load = 1;
            end
            S6_LDR_IMM : ; 
            S4_ALU_OP : begin  
                CCR_Load = 1;
                Bus2_Sel = 2'b00;  
                case (IR)
                    ADD_AB : begin A_Load = 1; Bus1_Sel = 2'b01; ALU_Sel = 3'b000; end  
                    SUB_AB : begin A_Load = 1; Bus1_Sel = 2'b01; ALU_Sel = 3'b010; end  
                    AND_AB : begin A_Load = 1; Bus1_Sel = 2'b01; ALU_Sel = 3'b011; end  
                    OR_AB  : begin A_Load = 1; Bus1_Sel = 2'b01; ALU_Sel = 3'b100; end  
                    XOR_AB : begin A_Load = 1; Bus1_Sel = 2'b01; ALU_Sel = 3'b101; end  
                    INCA : begin A_Load = 1; Bus1_Sel = 2'b01; ALU_Sel = 3'b001; end  
                    DECA : begin A_Load = 1; Bus1_Sel = 2'b01; ALU_Sel = 3'b110; end  
                    NOTA : begin A_Load = 1; Bus1_Sel = 2'b01; ALU_Sel = 3'b111; end  
                    INCB : begin B_Load = 1; Bus1_Sel = 2'b10; ALU_Sel = 3'b001; end  
                    DECB : begin B_Load = 1; Bus1_Sel = 2'b10; ALU_Sel = 3'b110; end  
                    NOTB : begin B_Load = 1; Bus1_Sel = 2'b10; ALU_Sel = 3'b111; end  
                endcase
            end
            S5_ALU_OP : ; 
            S4_LDR_DIR : begin  
                MAR_Load = 1; PC_Inc = 1; ALU_Sel = 3'b001; Bus2_Sel = 2'b10; 
            end
            S5_LDR_DIR : ; 
            S6_LDR_DIR : begin  
                MAR_Load = 1; PC_Inc = 1; ALU_Sel = 3'b001; Bus2_Sel = 2'b10; 
            end
            S7_LDR_DIR : ; 
            S8_LDR_DIR : begin  
                CCR_Load = 1;
                Bus2_Sel = 2'b10;  
                if (IR == LDA_DIR) A_Load = 1;
                if (IR == LDB_DIR) B_Load = 1;
            end
            S4_STR_DIR : begin  
                MAR_Load = 1; PC_Inc = 1; ALU_Sel = 3'b001; Bus2_Sel = 2'b10; 
            end
            S5_STR_DIR : ; 
            S6_STR_DIR : begin  
                MAR_Load = 1; PC_Inc = 1; ALU_Sel = 3'b001; Bus2_Sel = 2'b10; 
            end
            S7_STR_DIR : ; 
            S8_STR_DIR : begin  
                write = 1;
                if (IR == STA_DIR) Bus1_Sel = 2'b01;  
                if (IR == STB_DIR) Bus1_Sel = 2'b10;  
            end
            S4_BR : begin  
                MAR_Load = 1; PC_Inc = 1; ALU_Sel = 3'b001; Bus2_Sel = 2'b10; 
            end
            S5_BR : begin  
                MAR_Load = 1; PC_Inc = 1; ALU_Sel = 3'b001; Bus2_Sel = 2'b10; 
            end
            S6_BR : begin  
                PC_Load = 1;
                Bus2_Sel = 2'b10;  
            end
        endcase
    end
endmodule

==> results.cfg <==
; physical design summary
[critical_path]
cp_slowest_cell = clkdlybuf4s50_1
reg2reg_from = current_state[19]
critPathMaxFanout = 5
path_class = input pin to primary output
reg2reg_depth = 3
cp_top_family = buffers and inverters
worst-path-buf-inv = 3
reg2reg_to = current_state[0]
arrival_ns = 1.85
critPathCaptureType = primary output
worstPathRequired_ns = 1.92
r2r_setup_slack_ns = 1.32
crit_path_start_kind = input pin
cp_slowest_stage_delay_ns = 0.47
crit_path_cell_trace = dlygate4sd2_1 > buf_6 > mux2i_1 > nor3b_2 > nand2_1 > o21ai_1 > clkdlybuf4s50_1

[synthesis]
synth-main-ff-cell = dfrtp_1
yosysCellCount = 113
yosys.area_share.simple = 0.315
synth_warnings = 1
yosys.cell_types.count = 33
synth-xor-area-share = 0
syn_area_um2 = 1100
postSynthAreaPerCell_um2 = 9.78
ys_ff = 22
synthTopLogicFamily = simple AND/OR/NAND/NOR gates
synthMuxAreaShare = 0.00906
synthArstFlopShare = 1.00
enable_flop_cells = 0
synth.cellmix.compoundShare = 0.128
yosys-stat-area_um2 = 1100
synthCells = 113
ys_sh_adder = 0
ys_seq_share = 0.499

[final_layout]
final_cell_mix = buf_4, dfrtp_1, clkdlybuf4s50_1, nor2_1, nand2_1
reg.largest.list = current_state x22
drive_above_1_share = 0.341
fill_cells = 311
design_area_um2 = 1730
top_register = current_state
largest_register_ffs = 22
final_layout_top_logic_cell = buf_4
syn_to_final_growth_pct = 56.5

[global_routing]
antenna_found_initial = 0
grt_pass1_vias = 988
grt_use_total = 0.147
use_met1 = 0.257
grt_util_met2 = 0.202
grt_start_max_net_pins = 23
grt.overflow.total = 0
use_met3 = 0.0241
grt_busiest_layer = met1
grt_pass1_wl_um = 4430

[die]
die_h_um = 62.7
coreArea_um2 = 3440
die_area_um2 = 3930
dieWidth_um = 62.7
initCoreUtil = 0.321
placementRows = 21
num_io_pins = 29

[clock_network]
clk_path_buf_depth = 2
clk_latency_ns = 0.25
cts.clk_slew.worst_paths_ns = 0.07
root_buffer = clkbuf_8
cts.sinks = 22
numCtsBuffers = 3
holdBufCountCts = 0
htree_num_levels = 1
cts_tree = built

[drt]
via_count = 1026
postRouteAntennaNets = 0
drc_errors = 0
wire_per_inst_um = 12.1
drtIter0Drc = 30
firstDrtPassIters = 4
num_antenna_cells = 0
routed_wl_um = 2610
routed_via_density = 4.75

[placed_design]
pre_cts_slack_ns = -0.319
io_buffers = 28
place_hpwl_um = 2050
place_area_um2 = 1600
gp_congestion = 0.798

[outcome]
status = finished clean

[sta]
rsz0062_at_grt = false
tightest_slew_ns = 0.387
slew_violations = 0
finalWorstSetupSlack_ns = 0.0666
fmax_mhz = 429
fin_crit_ns = 2.33
setup_viol = 0
relSlewSlack = 0.739
hold_viol = 0
min_period_over_period = 0.972
finClkSkew_ns = 0.00299

[hold_path]
hold_depth = 0
hold_class = flop to flop
worstHoldEndpoint = current_state[10]
hp-start = current_state[16]

[power]
power_density_nw_per_um2 = 461
p_leak_uw = 0.000861
ir_drop_mv = 0.265

[job]
openroad.warnings = 25
drv_cap = 0
## where the power goes
group | internal, uW | leakage [uW] | switching, uW
Combinational | 111 | 0.000537 | 70.4
Sequential | 389 | 0.000302 | 12.3
Clock | 118 | 0.0000228 | 97.0
## cell usage after synthesis (2+ instances only)
| cell type | n | area, um2 |
|---|---|---|
| buf_4 | 4 | 30.0 |
| nor3b_2 | 2 | 25.0 |
| a22oi_1 | 2 | 15.0 |
| o21ai_0 | 6 | 30.0 |
| nor3_2 | 2 | 20.0 |
| or3_1 | 4 | 25.0 |
| nor4b_1 | 2 | 17.5 |
| nand3_1 | 2 | 10.0 |
| nor3b_1 | 2 | 15.0 |
| nor2_1 | 12 | 45.0 |
| o211ai_1 | 3 | 22.5 |
| a21oi_1 | 3 | 15.0 |
| o21ai_1 | 5 | 25.0 |
| nand2_1 | 11 | 41.3 |
| nor3_1 | 4 | 20.0 |
| dfrtp_1 | 21 | 526 |
| inv_1 | 5 | 18.8 |
| a211o_1 | 2 | 17.5 |
| nor4_1 | 3 | 18.8 |
| nor2b_1 | 5 | 31.3 |
## timing repair
action                     CTS  global route
cloned                       1             0
pin swaps                    9            12
gates resized               28            19
setup endpoints to repair    9            10
buffers inserted             1             3
## metrics by stage
step,hold slack [ns],power (uW),util,cells,setup TNS [ns]
detailed placement,0.335,581,0.463,207,-2.05
global route,0.368,840,0.502,216,0
floorplan,0.184,460,-,113,0
CTS,0.351,802,0.490,213,0
finish,0.350,798,0.502,216,0
global placement,0.333,578,0.463,207,-2.04
## logic make-up (layout without fill, tap and decap cells)
| kind of cell | Yosys count | count (layout) |
|---|---|---|
| buffers and inverters | 10 | 67 |
| flip-flops | 22 | 22 |
| AND/OR/NAND/NOR | 57 | 57 |
| multiplexers | 1 | 1 |
| AND-OR/OR-AND | 23 | 23 |
## layer usage
metal	vias to the layer above	share of wire	routed length, um
met1	477	0.51	1340
met2	25	0.42	1100
met4	0	0.0073	19
met5	-	0	0
met3	2	0.056	146
li1	522	-	-
## area by class of cell
cell class	instances	area, um2	share of cell area
clock buffers	4	45.0	0.0260
well taps	46	57.6	0.0333
flip-flops and latches	22	552	0.319
multi-input cells	81	558	0.323
inverters	5	18.8	0.0109
repair buffers	58	498	0.288
## worst max path at each step
stage,startpoint,to,slack (ns),cells after the start
final,IR[0],A_Load,0.07,7
after global routing,IR[0],A_Load,0.0008,7
after CTS,IR[1],Bus1_Sel[1],0.009,7
Power is estimated from default activity; no workload was simulated.
